==> flow/design.v <==
module MUXD
(
    input [31:0]i_1,i_2,
    input s,
    output [31:0]o_1,o_2
);
assign o_1 = s ? i_2 : i_1;
assign o_2 = s ? i_1 : i_2;
endmodule
==> flow/run.sh <==
#!/bin/bash
# OpenROAD 26Q1-2900-gdf79404cd8, Yosys 0.63+post, stock flow scripts
make -C /OpenROAD-flow-scripts/flow DESIGN_CONFIG=/design/flow/config.mk WORK_HOME=/design/flow/orfs finish
==> flow/config.mk <==
export PLATFORM = sky130hd
export DESIGN_NAME = MUXD
export DESIGN_NICKNAME = MUXD
export VERILOG_FILES = /design/flow/design.v
export SDC_FILE = /design/flow/constraint.sdc
export NUM_CORES = 4
export LEC_CHECK = 1
export CORE_AREA = 10 10 95 95
export DIE_AREA = 0 0 105 105
==> flow/constraint.sdc <==
current_design MUXD

set clk_period 1.0
set clk_io_pct 0.2

create_clock -name clk0 -period $clk_period

set non_clock_inputs [all_inputs -no_clocks]
set_input_delay [expr $clk_period * $clk_io_pct] -clock clk0 $non_clock_inputs
set_output_delay [expr $clk_period * $clk_io_pct] -clock clk0 [all_outputs]
==> flow_metrics.py <==
# Physical implementation metrics
metrics = {
    "clock_network": {
        "ctsHoldBuffers": 0,
    },
    "logic_synthesis": {
        "netlist_instances": 71,
        "yosys.area.top_type": "mux2_4",
        "compound_area_share_pct": 0,
        "syn_area_per_cell_um2": 15.17,
        "netlist_area_um2": 1077,
        "topCellsByArea": "mux2_4 84%, buf_12 11%, mux2_2 4.2%, buf_6 1.0%",
        "synthDistinctLibCells": 4,
        "synth_stat.cells": 71,
        "yosysWarnings": 0,
        "top_area_share_pct": 83.62,
        "yosys-stat-area_um2": 1077,
        "xor_share_pct": 0,
        "simple_gate_area_share_pct": 0,
        "synth_seq_share_pct": 0,
        "mux_area_share_pct": 87.80,
        "top_logic_kind": "multiplexers",
        "adder_share_pct": 0,
    },
    "critical_path": {
        "critical_path_arrival_ns": 1.00,
        "critical_path_buf_inv_count": 4,
        "worst_setup_path_end_kind": "output pin",
        "crit_path_max_fanout": 8,
        "cp.required_ns": 0.80,
        "critPathLaunchType": "input port",
        "critical_path.top_delay_family": "buffers and inverters",
        "worstPathCellList": "buf_16 > buf_12 > buf_12 > mux2_4 > buf_6",
        "critPathKind": "in2out",
        "cpPeakStageDelay_ns": 0.30,
        "path_common_cell": "buf_12",
        "critical_path.slowest_cell": "mux2_4",
    },
    "place": {
        "dp_hpwl_mm": 3.856,
        "gp_congestion": 0.6945,
        "place_inst": 297,
        "io_buffers": 129,
        "place_ws_ns": -0.5335,
    },
    "sta": {
        "drv_slew": 0,
        "finalClockPeriodUsage_pct": 120.3,
        "finalHoldViolCount": 0,
        "clock.fmax_mhz": 831.2,
        "rsz0062_at_grt": "true",
        "fin_hold_ws_ns": 0.7242,
        "worst_pin_slew_ns": 0.09011,
        "min_period_ns": 1.203,
        "final-setup-viol-count": 64,
        "slew_headroom_pct": 93.99,
        "fin_ws_ns": -0.2031,
    },
    "power": {
        "power.total_mw": 1.052,
        "p_leak_nw": 1.386,
        "ir_drop_v": 0.0002056,
        "powerDensity_nw_per_um2": 415.1,
    },
    "flow_run": {
        "tool_warnings": 34,
        "cap_violations": 0,
    },
    "layout": {
        "final_cell_mix": "64 x mux2_4, 61 x dlygate4sd2_1, 43 x buf_2",
        "layout-drive-gt1-share_pct": 70.78,
        "flop_area_um2": 0,
        "final.clkbuf_count": 0,
        "area_growth_pct": 135.2,
        "utilization_pct": 36.68,
        "fillerInstances": 714,
        "lay_top_count": "mux2_4",
        "flops": 0,
        "instances_no_fill": 315,
    },
    "floorplan": {
        "rows": 30,
        "core_area_um2": 6907,
        "die_h_um": 105,
        "io_pins": 129,
        "die-area_um2": 11030,
        "die_w_um": 105,
        "initCoreUtil_pct": 15.60,
    },
    "route": {
        "routed_wl_mm": 4.573,
        "drcViolationCount": 0,
        "drtAntennaViolNets": 0,
        "dr.pass1.iters": 2,
        "num_vias": 1167,
        "via_per_inst": 3.705,
        "wl_per_cell_um": 14.52,
        "drt_iter0_markers": 12,
        "diodes": 0,
    },
    "outcome": {
        "violations": "setup timing",
        "outcome": "finished with violations",
    },
    "global_routing": {
        "globalRouteOverflowTotal": 0,
        "grtUsageTotal_pct": 7.536,
        "grt_pass1_vias": 1203,
        "grt_pass1_wl_mm": 6.948,
        "grt_max_degree": 9,
        "antenna_found_initial": 0,
    },
    "worst_hold_path": {
        "hold_path.class": "in2out",
    },
}
## timing repair
action	in CTS	in global routing
resized	294	18
cloned	3	0
setup endpoints to repair	64	64
setup buffers	15	0
## per-layer routing
metal / track usage, % / vias to the layer above / routed length [um]
met2: 13.43 / 73 / 2227
met1: 8.613 / 520 / 1857
met4: 0 / 0 / 0
met5: 0 / - / 0
li1: - / 574 / -
met3: 3.292 / 0 / 488
## cell families (layout without fill, tap and decap cells)
family	Yosys count	count (layout)
buf+inv	7	155
mux	64	64
## where the power goes
part           switching [mW]  total, mW  internal [mW]
logic                   0.267       1.05          0.785
clock network               0          0              0
registers                   0          0              0
## layout make-up
| type | instances | area (um^2) | area share [%] |
|---|---|---|---|
| repair buffers | 155 | 1453 | 57.33 |
| well taps | 96 | 120.1 | 4.741 |
| multi-input cells | 64 | 960.9 | 37.93 |
## cell usage after synthesis (all sizes together)
cell type / n
buf: 7
mux2: 64
## stage by stage
stage | instance area, um^2 | setup TNS [ns]
after floorplan | 1077 | 0
after global placement | 2440 | -32.36
after detailed placement | 2440 | -32.60
after CTS | 2429 | -8.438
after global routing | 2534 | -9.213
final | 2534 | -7.986
## worst paths after layout
path / start / end / slack, ns / cells after the start
max: s / o_1[19] / -0.20 / 5
min: i_1[14] / o_1[14] / 0.72 / 3
No activity file was given, so power comes from the tool's default toggle rates.
