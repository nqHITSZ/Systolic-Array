==> ./design.v <==
module MUX
#(parameter width = 32)
(
    input [width-1:0]i_1,i_2,
    input s,
    output [width-1:0]out
);
assign out = s ? i_2 : i_1;
endmodule
==> ./run.sh <==
#!/bin/bash
# OpenROAD 26Q1-2900-gdf79404cd8, Yosys 0.63+post, stock flow scripts
make -C /OpenROAD-flow-scripts/flow DESIGN_CONFIG=/design/flow/config.mk WORK_HOME=/design/flow/orfs finish
==> ./config.mk <==
export PLATFORM = sky130hd
export DESIGN_NAME = MUX
export DESIGN_NICKNAME = MUX
export VERILOG_FILES = /design/flow/design.v
export SDC_FILE = /design/flow/constraint.sdc
export NUM_CORES = 4
export LEC_CHECK = 1
export CORE_AREA = 10 10 71 71
export DIE_AREA = 0 0 81 81
==> ./constraint.sdc <==
current_design MUX

set clk_period 1.0
set clk_io_pct 0.2

create_clock -name clk0 -period $clk_period

set non_clock_inputs [all_inputs -no_clocks]
set_input_delay [expr $clk_period * $clk_io_pct] -clock clk0 $non_clock_inputs
set_output_delay [expr $clk_period * $clk_io_pct] -clock clk0 [all_outputs]
==> Changelog: implementation <==
### Metrics

* Min-delay worst type: primary input to output pin
* Fin Setup TNS at -3.30 ns
* RSZ-0062 raised after global routing: yes
* # diodes at 0
* Grt ovf at 0
* PortBufs at 97
* Cell Type Count at 4
* GRT Total Usage at under 10%
* Fin. max-slew vios at 0
* Die height at 81 µm
* Setup violations, final at 32
* DRC Markers at 0
* Max-cap violation count at 0
* Fill count at 357
* DRT antenna net count at 0
* Violated checks: setup timing
* Top Layout Cells: dlygate4sd2_1, mux2_4, buf_6
* Finished Core Util at between 40% and 50%
* Full die area at around 6600 µm²
* Registers at 0
* Syn Area/Cell at 15.1 µm²
* Tool warnings at 34
* Worst path arrival time at approximately 0.98 ns
* Most numerous logic cell after layout: dlygate4sd2_1
* Die Wd at 81 µm
* Final std cells w/o fill at 187
* Initial antenna violation count at 0
* Hold Path Stages at 3
* Pwr Density at about 390 nW/µm²
* Seq/Total Area, Yosys at 0%
* Iter 0 DRT Violations at 3
* Register area at 0 µm²
* Min-delay src: i_2[29]
* Clock buffers at 0
* Mapped Area at ~540 µm²
* Final min period at around 1.2 ns
* # IOs at 97
* Worst Path Required at around 0.80 ns
* WL/cell at around 15 µm
* CP Max Fanout at 6
* Least-Margin Pin Slew at between 0.08 and 0.09 ns
* Leakage power at 0.872 nW
* Slew margin rel. at between 90 and 100%
* FP Util at 15.0%
* Row count at 22
* Post-synthesis instance total at 36
* Status: finished with violations
* WL final at 2880 µm
* Max frequency at 848 MHz
* Vias in the first global route at 764
* DR vias at 715
* P&R area growth vs syn at 192%
* Final WS setup at -0.179 ns
* Via density at 3.82
* Largest net degree at the start of global routing at 11
* Dpl hpwl at 2500 µm
* Ys cells at 36
* First-pass GRT wire length at ~4100 µm
* Fraction of layout cells with a size suffix above 1 at about 54%
* Hold worst-path end: out[29]
* Power Total at a little over 600 µW
* Post-synthesis chip area from yosys at 544 µm²
* Gate Area at 477 µm²
* Final period utilization at 118%
* Final GP Congestion at 0.832
* Final Hold Viols at 0
* Crit end category: output pin
* Hold Buf Count CTS at 0
* Peak supply drop at 169 µV
* Worst setup SP type: primary input
* # placed instances at 179
* Pre-Repair DR Iteration Count at 2
* YS warnings at 0
* Core Region at between 3000 and 4000 µm²
* WS Path Type: primary input to output pin
* Place WS at -0.512 ns
==> routing by layer <==
metal	vias up	part of all wire, %	wire length, µm	GRT usage, %
met3	0	12	350	2.78
met5	-	0	0	0
met2	50	50	1450	14.3
met4	0	0	0	0
li1	345	-	-	-
met1	320	37	1080	9.03
==> Yosys cell counts, drive strengths merged <==
master	number	area share (%)
mux2	32	87
buf	4	13
==> per-stage QoR <==
| stage | cell area (µm²) | hold slack [ns] |
|---|---|---|
| after global placement | 1540 | 1.17 |
| after detailed placement | 1540 | 1.19 |
| after CTS | 1540 | 0.751 |
| after global routing | 1590 | 0.717 |
| after floorplan | 544 | 0.498 |
| final | 1590 | 0.691 |
==> power by group <==
| group | switching [mW] | internal, mW |
|---|---|---|
| logic | 0.137 | 0.487 |
| clock network | 0 | 0 |
| registers | 0 | 0 |
| total | 0.137 | 0.487 |
==> critical path: stages <==
cell and delay, ns:
buf_12 0.12, buf_12 0.13, buf_12 0.12, mux2_4 0.29
buf_6 0.11
==> timing repair <==
item | 4_1_cts | 5_1_grt
setup endpoints to repair | 32 | 32
setup buffers | 5 | 1
resized | 171 | 10
gates cloned | 2 | 0
==> logic make-up after synthesis <==
kind of cell / after synthesis / synth area share, %
multiplexers: 32 / 86.9
buffers and inverters: 4 / 13.1
==> worst max path at each step <==
| stage | from | endpoint | slack [ns] |
|---|---|---|---|
| final | s | out[4] | -0.18 |
| after global routing | i_2[31] | out[31] | -0.20 |
| after CTS | s | out[4] | -0.18 |
==> layout make-up <==
class                      instances  share of cell area [%]
multi-input combinational         32                    30.0
tap                               48                    3.78
timing repair buffer             107                    66.2
Power is estimated from default activity; no workload was simulated.
