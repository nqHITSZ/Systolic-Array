File: /design/flow/run.sh
#!/bin/bash
# OpenROAD 26Q1-2900-gdf79404cd8, Yosys 0.63+post, stock flow scripts
make -C /OpenROAD-flow-scripts/flow DESIGN_CONFIG=/design/flow/config.mk WORK_HOME=/design/flow/orfs finish
File: /design/flow/config.mk
export PLATFORM = sky130hd
export DESIGN_NAME = control
export DESIGN_NICKNAME = control
export VERILOG_FILES = /design/flow/design.v
export SDC_FILE = /design/flow/constraint.sdc
export NUM_CORES = 4
export LEC_CHECK = 1
export CORE_AREA = 10 10 70 70
export DIE_AREA = 0 0 80 80
File: /design/flow/constraint.sdc
current_design control

set clk_period 1.8
set clk_io_pct 0.2

create_clock -name clk0 -period $clk_period [get_ports {clk}]

set non_clock_inputs [all_inputs -no_clocks]
set_input_delay [expr $clk_period * $clk_io_pct] -clock clk0 $non_clock_inputs
set_output_delay [expr $clk_period * $clk_io_pct] -clock clk0 [all_outputs]
File: /design/flow/design.v
module control
(
    input clk,rst,
    input start,
    output reg op_11,op_12,op_13,op_14,op_22,op_23,op_24
);
localparam id_11 = 2,
           id_12 = 3,
           id_13 = 4,
           id_14 = 5,
           id_22 = 4,
           id_23 = 5,
           id_24 = 6;
reg [3:0] state;
always @(posedge clk, posedge rst)
    if(rst) begin
			state <= 0;
			op_11 <= 0;
			op_12 <= 0;
			op_13 <= 0;
			op_14 <= 0;
			op_22 <= 0;
			op_23 <= 0;
			op_24 <= 0;
	 end
    else begin
        op_11 <= ( id_11-1 <= state) ? 0 : 1;
        op_12 <= ( id_12-1 <= state) ? 0 : 1;
        op_13 <= ( id_13-1 <= state) ? 0 : 1;
        op_14 <= ( id_14-1 <= state) ? 0 : 1;
        op_22 <= ( id_22-1 <= state) ? 0 : 1;
        op_23 <= ( id_23-1 <= state) ? 0 : 1;
        op_24 <= ( id_24-1 <= state) ? 0 : 1;
        case(state)
            0: begin
                if(start==1)
                    state<=1;
            end
            default: begin
                state<=state+1;
            end
        endcase
    end
endmodule
==> out/results.ini <==
[synth]
netlist_area_um2 = 447
compound_area_share_pct = 2.80
ys_async_sr_fraction_pct = 100
ys_cells = 37
ys_top_cells_by_count = dfrtp_1, ha_1, buf_4, inv_1, nor2_1
ff_type = dfrtp_1
synth_flops = 9
synth_adder_area_share_pct = 11.2
yosysSeqAreaShare_pct = 50.4
synth_top_cell_by_count = dfrtp_1
top_area_share_pct = 50.4
mux_area_share_pct = 4.76
synthSimpleGateAreaFrac_pct = 18.8
xor_area_share_pct = 1.96
synth_cells = 37
yosysUniqueCellTypes = 18
synth.avg_cell_area_um2 = 12.1
edf_count = 0
yosys.area.top_type = dfrtp_1
yosysWarnings = 1
topCellsByArea = dfrtp_1, ha_1, nor4b_4
logic_family = simple AND/OR/NAND/NOR gates
synth-area-yosys_um2 = 447

[power]
vdd_drop_max_v = 0.000711
power.total_uw = 904
p_per_area_nw_per_um2 = 1540
power_leakage_uw = 0.000242

[clock_network]
clock_latency_ps = 260
numClockSinks = 9
numCtsBuffers = 3
htreeDepth = 1
post-cts-setup-buffer-count = 0
ctsHoldBuffers = 0
cts-resized-gates = 0
clkTransAtPathRegs_ps = 60
cts-root-buf = clkbuf_4
clock_tree.buffer_depth = 2
cts_tree = built

[global_routing]
grt_pass1_vias = 266
grt_pass1_wl_um = 1230
antenna_found_initial = 0
grt_max_degree = 11
overflow = 0
track_usage_pct = 2.41

[sta]
fin_skew_ps = 4.78
worst_slew_pin_slew_ps = 356
final_hold_viol_count = 0
rsz0062_at_grt = no
setup_tns_ps = 0
period_used_pct = 79.0
slew-limit-headroom_pct = 76.3
fin_crit_ps = 1420
fmax_ghz = 0.704
slew_violations = 0
setup_viol = 0

[outcome]
status = complete, no violations

[drt]
drtIter0Drc = 7
drt_wl_total_um = 719
wire_per_inst_um = 7.82
ant_nets = 0
routed_via_density = 2.88
via_count = 265
drt-pass1-iter-count = 3
drc = 0
diodes = 0

[critical_path]
crit_path_start = op_22
r2r_end = state[1]
critPathBufInv = 1
critPathCaptureType = primary output
critPathCapture = op_22
cp_num_cells = 1
crit_family = buffers and inverters
start_kind = flop
crit_path_max_fanout = 2
slowest_stage = clkdlybuf4s50_1
crit_chain = clkdlybuf4s50_1
r2r_slack_ps = 390
cp_slowest_stage_delay_ps = 460
cp.arrival_ps = 1060
rr_worst_depth = 4
worstReg2RegStart = state[0]
critPathRequiredTime_ps = 1440
path_class = reg2out

[floorplan]
io_pins = 10
die_area_um2 = 6400
row_count = 21
coreArea_um2 = 3420
die_w_um = 80
die_h_um = 80
fp_util_pct = 13.1

[final_layout]
fin_cells = 92
fillers = 380
final_area_um2 = 587
drive_gt1_share_pct = 8.70
area_growth_pct = 31.4

[worst_hold_path]
hp-class = in2async

[placed_design]
io_buffers = 9
gp_congestion = 0.758
dpl_cell_area_um2 = 561
place_inst = 88

[job]
drv_cap = 0
warnings = 28

per-layer routing:
metal / vias to the layer above / global-route usage (%) / part of all wire, %
met1: 116 / 2.93 / 48
met5: - / 0 / 0
met2: 12 / 3.21 / 32
met4: 0 / 0.176 / 0
li1: 137 / - / -
met3: 0 / 2.16 / 20
cells in the final DEF (no fill, tap or decap):
cell type        synthesis  layout
clkbuf_1                 0       1
clkbuf_4                 0       3
clkdlybuf4s50_1          0       9
dfrtp_1                  9       9
ha_1                     4       4
inv_1                    3       3
mux2_1                   1       1
mux2i_1                  1       1
nand2b_1                 2       2
nand3_1                  1       1
nor2_1                   3       3
nor2b_1                  1       1
nor3_1                   1       1
nor3b_1                  1       1
nor4_1                   2       2
nor4b_4                  1       1
o21a_1                   1       1
o21ai_0                  1       1
xnor2_1                  1       1
how the worst min path moves through the flow:
stage | from | endpoint | slack (ps)
final | rst | state[2] | 360
after global routing | rst | state[2] | 400
after CTS | rst | state[2] | 370
logic make-up (layout without fill, tap and decap cells):
kind of cell	count (synthesis)	count (layout)
compound gates	2	2
simple gates	12	12
buf+inv	7	16
fa+ha+maj	4	4
flops	9	9
mux	2	2
xor+xnor	1	1
stage by stage:
step	setup slack, ps	utilization, %	hold WS [ps]
6_report	379	17.2	362
5_1_grt	319	17.2	403
4_1_cts	360	17.2	370
3_5_place_dp	287	16.4	619
3_3_place_gp	306	16.4	597
2_1_floorplan	489	-	188
state kept, by name, summed over array words and instances, names as in the netlist:
register / cells
op_22: 1
op_14: 1
op_24: 1
op_12: 1
state: 4
op_11: 1
power breakdown:
part           leakage, uW  total [uW]  internal, uW  switching [uW]
combinational     0.000115         318           224            94.0
sequential        0.000112         432           294             138
clock            0.0000150         154          85.3            68.5
area by class of cell:
type                            instances  area (um^2)  area share, %
Tap cell                               46         57.6           9.81
Inverter                                3         11.3           1.92
Multi-Input combinational cell         21          176           30.1
Sequential cell                         9          225           38.4
Clock buffer                            4         26.3           4.48
Timing Repair Buffer                    9         90.1           15.4
Power figures rest on the tool's default switching activity, not on a simulated workload.
